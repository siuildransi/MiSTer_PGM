### flow/run.sh
#!/bin/bash
# OpenROAD 26Q1-2900-gdf79404cd8, Yosys 0.63+post, stock flow scripts
make -C /OpenROAD-flow-scripts/flow DESIGN_CONFIG=/design/flow/config.mk WORK_HOME=/design/flow/orfs finish
### flow/config.mk
export PLATFORM = sky130hd
export DESIGN_NAME = ics2115
export DESIGN_NICKNAME = ics2115
export VERILOG_FILES = /design/flow/design.v
export SDC_FILE = /design/flow/constraint.sdc
export NUM_CORES = 4
export LEC_CHECK = 1
export CORE_UTILIZATION = 40
### flow/constraint.sdc
current_design ics2115

set clk_period 42.5
set clk_io_pct 0.2

create_clock -name clk0 -period $clk_period [get_ports {clk}]

set non_clock_inputs [all_inputs -no_clocks]
set_input_delay [expr $clk_period * $clk_io_pct] -clock clk0 $non_clock_inputs
set_output_delay [expr $clk_period * $clk_io_pct] -clock clk0 [all_outputs]
### flow/design.v
module ics2115 (
    input         clk,
    input         reset,
    input  [1:0]  addr,
    input  [7:0]  din,
    output [7:0]  dout,
    input         we,
    input         re,
    output reg        sdram_rd,
    output reg [28:0] sdram_addr,
    input      [63:0] sdram_dout,
    input             sdram_busy,
    input             sdram_dout_ready,
    output [15:0] sample_l,
    output [15:0] sample_r
);
reg [7:0] regs [0:255];
reg [7:0] cur_reg_addr;
assign dout = (addr == 2'b01) ? regs[cur_reg_addr] : 8'h00;
reg [4:0]  voice_cnt;        
reg [4:0]  selected_voice;   
reg [1:0]  tdm_state;
localparam TDM_IDLE   = 2'd0;
localparam TDM_FETCH  = 2'd1;
localparam TDM_MIX    = 2'd2;
localparam TDM_FINISH = 2'd3;
reg [23:0] v_addr   [0:31];
reg [15:0] v_incr   [0:31];
reg [7:0]  v_vol_l  [0:31];
reg [7:0]  v_vol_r  [0:31];
reg [31:0] v_active;         
reg signed [23:0] mix_l, mix_r;
reg [15:0] final_l, final_r;
integer v;
always @(posedge clk) begin
    if (reset) begin
        voice_cnt <= 0;
        final_l <= 0;
        final_r <= 0;
        selected_voice <= 0;
        tdm_state <= TDM_IDLE;
        v_active <= 0;
        mix_l <= 0;
        mix_r <= 0;
        sdram_rd <= 0;
        for (v=0; v<32; v=v+1) begin
            v_addr[v] <= 0;
            v_incr[v] <= 0;
        end
    end else begin
        if (we) begin
            case (addr)
                2'b00: cur_reg_addr <= din;
                2'b01: begin
                    regs[cur_reg_addr] <= din;
                    case (cur_reg_addr)
                        8'h08: selected_voice <= din[4:0];
                        8'h40: v_active[selected_voice] <= din[0];
                        8'h41: v_addr[selected_voice][7:0] <= din;
                        8'h42: v_addr[selected_voice][15:8] <= din;
                        8'h43: v_addr[selected_voice][23:16] <= din;
                    endcase
                end
            endcase
        end
        case (tdm_state)
            TDM_IDLE: begin
                voice_cnt <= 0;
                mix_l <= 0;
                mix_r <= 0;
                tdm_state <= TDM_FETCH;
            end
            TDM_FETCH: begin
                if (v_active[voice_cnt]) begin
                    sdram_rd <= 1;
                    sdram_addr <= 29'h620000 + {5'b0, v_addr[voice_cnt]};
                    if (sdram_dout_ready) begin
                        sdram_rd <= 0;
                        tdm_state <= TDM_MIX;
                    end
                end else begin
                    if (voice_cnt == 31) tdm_state <= TDM_FINISH;
                    else voice_cnt <= voice_cnt + 1'd1;
                end
            end
            TDM_MIX: begin
                mix_l <= mix_l + $signed(sdram_dout[15:0]);
                mix_r <= mix_r + $signed(sdram_dout[31:16]);
                v_addr[voice_cnt] <= v_addr[voice_cnt] + 1'd1; 
                if (voice_cnt == 31) tdm_state <= TDM_FINISH;
                else begin
                    voice_cnt <= voice_cnt + 1'd1;
                    tdm_state <= TDM_FETCH;
                end
            end
            TDM_FINISH: begin
                if (mix_l > 24'sd32767)       final_l <= 16'sh7FFF;
                else if (mix_l < -24'sd32768) final_l <= 16'sh8000;
                else                          final_l <= mix_l[15:0];
                if (mix_r > 24'sd32767)       final_r <= 16'sh7FFF;
                else if (mix_r < -24'sd32768) final_r <= 16'sh8000;
                else                          final_r <= mix_r[15:0];
                tdm_state <= TDM_IDLE;
            end
        endcase
    end
end
assign sample_l = final_l;
assign sample_r = final_r;
endmodule
==> run summary <==
status - finished, final reports clean
Mapped Area - 0.1265 mm2
final hold vios - 0
setup bufs post-CTS - 0
die area - 0.3185 mm2
Non-Filler Instances - 11920
Largest stage delay, worst path - 0.72 ns
syn_area_per_cell - 17.12 um2
H-tree levels - 5
crit-path most repeated cell - clkdlybuf4s50_1
Via density - 6.015
Fill cells - 26070
DRT iter0 DRCs - 5843
Buf+Inv Stages, Crit Path - 2
worst-path fanout max - 8
CTS tree - yes
cells in synth_stat.txt - 7389
floorplan utilization - 40.20%
Syn Inst Count - 7389
OpenROAD warning count - 84
Pleak - 0.04543 uW
post-DR wirelength/cell - 30.36 um
slowest stage cell, crit path - clkdlybuf4s50_1
Finish-stage setup viols - 0
Top area cell types - edfxtp_1 68%, mux4_2 14%, o22ai_1 3.2%, dfxtp_1 2.2%, nand2_1 1.8%
Netlist cell types - 76
EDFF count, synth - 2849
First-pass DRT Iterations - 6
area share, top type - 67.63%
CP Class - primary input to primary output
max-slew violations - 0
vias in the first global route - 76260
IO Port Bufs - 111
YS chip area - 0.1265 mm2
Logic cell area - 0.03579 mm2
reported max-cap violation count - 0
final worst path period share - 45.40%
Rows - 206
reg2reg setup slack - 34.99 ns
DRT Wirelength - 361.9 mm
R2R cell count - 13
PnR Total Power - 6462 uW
Critical Path AT - 10.80 ns
end of the worst register-to-register path - v_addr[12][21]
gr usage total - 25.01%
Syn-to-layout area delta - 12.98%
ANT nets after route - 0
Setup TNS - 0 ns
initial antenna violation count - 11
CTS resizes - 0
main flop type - edfxtp_1
list of most frequent post-synthesis cells - 2849 x edfxtp_1, 793 x mux4_2, 653 x o22ai_1
Yosys top cell by area - edfxtp_1
hold crit path type - flip-flop to flip-flop
drt drc - 0
Flop area - 0.08838 mm2
ratio of cells with drive above 1 in the final layout - 20.64%
Hold Buf Count CTS - 0
CTS root buffer - clkbuf_16
dpl cells - 11340
maximum clock frequency - 0.05183 GHz
Core ar. - 0.3147 mm2
Worst Path Required - 34.00 ns
first-pass GRT wire length - 523.1 mm
hold path start - final_r[7]
Flops after synth - 2989
vias post-DR - 71690
CTS buffer count - 315
Syn. warnings - 2
placer's final routability congestion estimate - 1.047
Fin Clk Skew - 0.09369 ns
post-route minimum period - 19.30 ns
sequential-to-total area share from yosys stat - 69.84%
Slew HR - 21.47%
Worst Max-Slew Pin Slew - 1.178 ns
clock latency (worst-skew pair) - 0.93 ns
ys async rst share - 0%
PwrDens - 45.21 mW/mm2
CTS Buffer Depth - 4
Die H - 564.4 um
clock sink total - 2989
Startpoint Class - primary input
total global routing overflow - 0
worst vdd ir - 0.03423 mV
top-count cell post-synth - edfxtp_1
CP Cell Sequence - clkdlybuf4s50_1 -> or3b_2 -> o22ai_1 -> clkdlybuf4s50_1
largest net degree at the start of global routing - 129
Hold Crit Depth - 2
Final HPWL DP - 229.2 mm
CP delay by family, top - buffers and inverters
clk slew on worst S/H paths - 0.05 ns
RSZ-0062 raised after global routing - no
die width - 564.4 um
CP Capture Type - primary output
# IOs - 150
Worst Hold End - final_r[7]
[how the worst max path moves through the flow]
stage	cells after the start	start	end	slack (ns)
CTS	4	addr[0]	dout[6]	23.23
global route	4	addr[0]	dout[6]	23.22
finish	4	addr[0]	dout[6]	23.20
[layout make-up]
class / count / share of cell area (%)
sequential: 2989 / 61.84
antenna: 7 / 0.01226
inverter: 30 / 0.07879
clock inverter: 186 / 1.420
timing repair buffer: 355 / 2.155
tap: 4160 / 3.642
multi-input combinational: 3807 / 25.04
clock buffer: 385 / 5.810
[per-stage QoR]
step           util, %  setup WS [ns]  hold slack (ns)  instance area, um2
2_1_floorplan        -          24.58           0.4014              126500
3_3_place_gp     42.13          23.26           0.4461              132600
3_5_place_dp     42.13          23.24           0.4443              132600
4_1_cts          45.41          23.23           0.4575              142900
5_1_grt          45.41          23.22           0.4907              142900
6_report         45.41          23.20           0.4552              142900
[placed cells by master (no fill, tap or decap), types with 10 or more instances in the layout]
master           count
a211oi_1            11
a21o_1              22
a21oi_1            119
a221oi_1            11
a22o_1              10
a22oi_1            104
and2_1              12
and3_1              17
buf_4              237
bufinv_16           33
clkbuf_1            62
clkbuf_16          322
clkdlybuf4s50_1    102
clkinv_1            63
clkinv_2            52
dfxtp_1            129
edfxtp_1          2849
ha_1                56
inv_1               26
mux2i_1            195
mux4_2             793
nand2_1            619
nand2b_1            24
nand3_1            138
nand4_1             53
nor2_1             456
nor2b_1             23
nor3_1              41
nor3b_1             37
o21ai_0            174
o21ai_1             10
o22ai_1            653
o22ai_2             29
xnor2_1             26
xnor2_2             12
xor2_1              19
[power by group]
group,internal [uW],leakage [uW],switching (uW)
sequential,3250,0.0278,16.7
combinational,128,0.0126,309
clock,1600,0.00502,1160
[layer usage]
layer	GRT usage (%)	routed length, um
met5	1.339	514
met2	35.36	163900
met4	7.760	14520
met1	31.29	120200
met3	18.18	62790
[state kept, by name (all words and copies together), names as in the netlist, named ones only]
name	flops
v_active	32
tdm_state	4
mix_r	24
v_addr	768
selected_voice	5
sdram_rd	1
final_r	16
voice_cnt	5
cur_reg_addr	8
mix_l	24
sdram_addr	25
final_l	16
regs	2048
[worst min-delay path, delay by kind of cell (launching register included)]
kind / cells / cell delay (ns)
AOI/OAI and AO/OA: 1 / 0.05
and+or+nand+nor: 1 / 0.05
DFF: 1 / 0.32
[kinds of logic after synthesis]
group                      count (synthesis)  share of synthesized area (%)
DFF                                     2989                          69.84
and+or+nand+nor                         1481                          5.096
AOI/OAI and AO/OA                       1194                          5.999
muxes                                   1005                          15.90
buffers and inverters                    596                          2.121
xor gates and xnor gates                  65                         0.4559
adders and majority gates                 58                         0.5855
other                                      1                       0.002964
Power figures rest on the tool's default switching activity, not on a simulated workload.
