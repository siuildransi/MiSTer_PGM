**flow/config.mk**
```make
export PLATFORM = sky130hd
export DESIGN_NAME = dpram
export DESIGN_NICKNAME = dpram
export VERILOG_FILES = /design/flow/design.v
export SDC_FILE = /design/flow/constraint.sdc
export NUM_CORES = 4
export LEC_CHECK = 1
export CORE_UTILIZATION = 50
export SYNTH_MEMORY_MAX_BITS = 65536
```
**flow/constraint.sdc**
```tcl
current_design dpram

set clk_period 25.8
set clk_io_pct 0.2

create_clock -name clk0 -period $clk_period [get_ports {clk}]

set non_clock_inputs [all_inputs -no_clocks]
set_input_delay [expr $clk_period * $clk_io_pct] -clock clk0 $non_clock_inputs
set_output_delay [expr $clk_period * $clk_io_pct] -clock clk0 [all_outputs]
```
**flow/design.v**
```verilog
module dpram #(parameter ADDR_WIDTH=9, parameter DATA_WIDTH=10) (
    input  clk,
    input  we,
    input  [ADDR_WIDTH-1:0] wa,
    input  [DATA_WIDTH-1:0] wd,
    input  [ADDR_WIDTH-1:0] ra,
    output reg [DATA_WIDTH-1:0] rd
);
    reg [DATA_WIDTH-1:0] ram [0:(2**ADDR_WIDTH)-1]  ;
    always @(posedge clk) begin
        if (we) ram[wa] <= wd;
        rd <= ram[ra];
    end
endmodule
```
**flow/run.sh**
```bash
#!/bin/bash
# OpenROAD 26Q1-2900-gdf79404cd8, Yosys 0.63+post, stock flow scripts
make -C /OpenROAD-flow-scripts/flow DESIGN_CONFIG=/design/flow/config.mk WORK_HOME=/design/flow/orfs finish
```
==> results.sh <==
# implementation run metrics
export IMPL_path_buffers=7
export IMPL_r2r_setup_slack_ps=22290
export IMPL_leakage_nw=72.8
export IMPL_ys_ff=5130
export IMPL_core_mm2=0.397
export IMPL_post_synth_top_area_fraction_pct=76.8
export IMPL_fin_tns_setup_ps=0
export IMPL_period_minus_slack_ps=10960
export IMPL_cts_tree="yes"
export IMPL_syn_area_per_cell_um2=20.5
export IMPL_ant_nets=0
export IMPL_via_count=100313
export IMPL_crit_chain="buf_16 > buf_4 > buf_4 > buf_4 > buf_4 > buf_4 > buf_4 > mux4_2 > o22ai_1 > a22oi_1 > nand4_1 > nand4_1 > and4_1"
export IMPL_drive_gt1_share_pct=21.7
export IMPL_slew_violations=0
export IMPL_postCtsSetupBuffers=0
export IMPL_grt_usage_pct=30.0
export IMPL_place_area_mm2=0.209
export IMPL_rsz0062_at_grt="no"
export IMPL_top_cells_by_area="edfxtp_1 (77%), mux4_2 (8.8%), mux2i_1 (4.9%)"
export IMPL_synth_most_common_cell="edfxtp_1"
export IMPL_area_growth_pct=12.9
export IMPL_cts_resized=0
export IMPL_status="finished, final reports clean"
export IMPL_met2_length_um=241000
export IMPL_skew_ps=61.3
export IMPL_fillers=28431
export IMPL_cts_sinks=5130
export IMPL_grt_pass1_wl_um=761000
export IMPL_hp_class="register to register"
export IMPL_drc=0
export IMPL_power_density_mw_per_mm2=76.7
export IMPL_netlist_top_cell_by_area="edfxtp_1"
export IMPL_io_buffers=39
export IMPL_dieArea_mm2=0.403
export IMPL_viasPerCell=6.18
export IMPL_wl_met3_um=101000
export IMPL_boundaryPins=40
export IMPL_final_area_mm2=0.226
export IMPL_setup_violations_final=0
export IMPL_fmax_mhz=91.2
export IMPL_htreeDepth=6
export IMPL_clk_transition_reported_paths_ps=60
export IMPL_die_y_um=635
export IMPL_synth_edff_count=5120
export IMPL_crit_required_ps=26750
export IMPL_worst_path_most_repeated_cell="buf_4"
export IMPL_ys_seq_share_pct=76.9
export IMPL_crit_arrival_ps=11910
export IMPL_maxCapViolations=0
export IMPL_fp_util_pct=50.4
export IMPL_clk_path_buf_depth=4
export IMPL_cts_made_buffers=533
export IMPL_worstSetupStartpointType="input port"
export IMPL_critical_path_class="input port to register"
export IMPL_synthTopCellsByCount="edfxtp_1 (5120), mux2i_1 (972), mux4_2 (778)"
export IMPL_critical_path_top_delay_family="buffers and inverters"
export IMPL_max_slew_margin_rel_pct=19.5
export IMPL_drtIter0Drc=6820
export IMPL_met1_length_um=168000
export IMPL_clock_latency_ps=1060
export IMPL_worstSetupEndpointType="register"
export IMPL_antenna_found_initial=31
export IMPL_grt_pass1_vias=109434
export IMPL_slowest_delay_ps=710
export IMPL_gr_total_overflow=0
export IMPL_synthCells=9758
export IMPL_worst_path_stages=13
export IMPL_first_pass_iters=6
export IMPL_ff_type="edfxtp_1"
export IMPL_gp_congestion=0.937
export IMPL_worstPathMaxFanout=61
export IMPL_wirelength_um=528000
export IMPL_synthesis_area_mm2=0.200
export IMPL_hold_depth=5
export IMPL_synth_chip_area_mm2=0.200
export IMPL_synth_async_reset_ratio_pct=0
export IMPL_dp_hpwl_um=330000
export IMPL_rows=231
export IMPL_grt_max_degree=114
export IMPL_synth_distinct_cells=58
export IMPL_die_w_um=635
export IMPL_cp_slowest_cell="buf_4"
export IMPL_routed_top_layer="met5"
export IMPL_postCtsHoldBufs=0
export IMPL_tightest_slew_ps=1200
export IMPL_tool_warnings=35
export IMPL_ys_warn_count=1
export IMPL_post_drt_wl_per_cell_um=32.5
export IMPL_timing_final_crit_share_pct=42.5
export IMPL_finalHoldViolCount=0
export IMPL_cts_root_buf="clkbuf_16"
export IMPL_peakVddDrop_uv=81.7
export IMPL_rr_worst_depth=7
export IMPL_synth_stat_cells=9758
-- path summary, 6_finish.rpt --
path,startpoint,end
hold / removal,ram[2][4],rd[4]
setup reg to reg,ram[73][3],rd[3]
setup / recovery,ra[0],rd[3]
hold reg to reg,ram[2][4],rd[4]
-- sequential cells by signal, indices dropped and copies added (netlist names) --
signal / flops
rd: 10
ram: 5120
-- cell type report --
class	count	area [um^2]	share of cell area (%)
sequential	5130	154000	68.1
multi-input combinational	4012	42200	18.7
clock buffer	669	14100	6.24
timing repair buffer	843	6600	2.92
tap	5242	6560	2.90
clock inverter	276	2440	1.08
antenna	51	128	0.0565
inverter	4	23.8	0.0105
-- report_power, final --
group | internal [W] | total [W] | switching (W)
Clock | 0.00418 | 0.00730 | 0.00312
Combinational | 0.000258 | 0.000827 | 0.000569
Sequential | 0.00918 | 0.00920 | 0.0000217
Total | 0.0136 | 0.0173 | 0.00371
-- through the flow --
stage / setup slack [ps] / power, W / hold WS (ps) / std cells / utilization, %
after global routing: 14380 / 0.0178 / 1150 / 16219 / 56.9
after floorplan: 18730 / 0.00981 / 948 / 9758 / -
after detailed placement: 13680 / 0.0102 / 1170 / 15231 / 52.7
after CTS: 14830 / 0.0174 / 1120 / 16176 / 56.9
final: 14840 / 0.0173 / 1130 / 16227 / 56.9
after global placement: 13820 / 0.0102 / 1150 / 15231 / 52.7
-- cells by family after synthesis --
family / share of synthesized area (%)
DFF: 76.9
muxes: 14.4
AOI/OAI and AO/OA: 4.32
and+or+nand+nor: 2.20
buffers and inverters: 2.16
-- worst min-delay path, cell delays in order (launching register included) --
cell	delay [ps]
edfxtp_1	310
mux4_2	220
mux4_2	250
o21ai_1	70
o41ai_2	110
and4_1	190
-- cells in the final DEF, fill, tap and decap left out, drive strengths merged, types with 73 or more instances in the layout --
master	netlist	layout
clkbuf	263	669
mux4	839	839
o21ai	127	127
nor3	80	80
o221ai	479	479
clkinv	2	215
buf	346	819
edfxtp	5120	5120
nand4	73	73
a21oi	251	251
nand2	102	102
nor2	586	586
mux2i	972	972
o22ai	214	214
-- routing by layer --
metal | track usage, % | vias to the layer above
li1 | - | 42677
met5 | 3.82 | -
met1 | 38.6 | 50456
met2 | 41.3 | 6244
met3 | 24.8 | 880
met4 | 7.10 | 56
Power and IR drop assume default switching activity.
